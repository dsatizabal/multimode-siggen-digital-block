**flow/run.sh**
```bash
#!/bin/bash
# OpenROAD 26Q1-2900-gdf79404cd8, Yosys 0.63+post, stock flow scripts
make -C /OpenROAD-flow-scripts/flow DESIGN_CONFIG=/design/flow/config.mk WORK_HOME=/design/flow/orfs finish
```
**flow/constraint.sdc**
```tcl
current_design mmvfsg

set clk_period 3.6
set clk_io_pct 0.2

create_clock -name clk0 -period $clk_period [get_ports {clk}]

set non_clock_inputs [all_inputs -no_clocks]
set_input_delay [expr $clk_period * $clk_io_pct] -clock clk0 $non_clock_inputs
set_output_delay [expr $clk_period * $clk_io_pct] -clock clk0 [all_outputs]
```
**flow/design.v**
```verilog
`default_nettype none
module mmvfsg (
    input wire clk,                  
    input wire n_rst,
    input wire [3:0] freq,           
    input wire [3:0] mode,           
    output reg [7:0] r2r_out         
);
    reg rst;
    reg dir;
    reg [3:0] prev_mode_reg;
    reg [3:0] prev_freq_reg;
    reg [7:0] counter;
    reg [7:0] sq_cycle_counter;
    always @(posedge clk or posedge n_rst) begin
        if(n_rst)
            rst <= 1'b0;
        else
            rst <= 1'b1;
    end
    always @(posedge clk) begin
        if(rst) begin
            counter <= 0;
            r2r_out <= 0;
            prev_mode_reg <= 0;
            prev_freq_reg <= 0;
            dir <= 0;
            sq_cycle_counter <= 0;
        end else begin
            if (mode != prev_mode_reg || freq != prev_freq_reg) begin
                prev_mode_reg <= mode;
                prev_freq_reg <= freq;
                counter <= 0;
                r2r_out <= 0;
                dir <= 0;
                sq_cycle_counter <= 0;
            end
            if(counter + 1'b1 > freq) begin
                counter <= 0;
                case (mode)
        			4'b0000: begin  
		            end
        			4'b0001: begin  
                        r2r_out <= r2r_out + 1'b1;
		            end
        			4'b0010: begin  
                        if (dir == 0) begin
                            r2r_out <= r2r_out + 1'b1;
                            if (r2r_out + 1'b1 == 8'b1111_1111)
                                dir <= 1'b1;
                        end else begin
                            r2r_out <= r2r_out - 1'b1;
                            if (r2r_out - 1'b1 == 0)
                                dir <= 1'b0;
                        end
		            end
        			4'b0011: begin  
		            end
        			4'b0100: begin  
                        if (dir == 0) begin
                            r2r_out <= 8'b1111_1111;
                            sq_cycle_counter <= sq_cycle_counter + 1'b1;
                            if (sq_cycle_counter + 1'b1 == 8'b1111_1111)
                                dir <= 1'b1;
                        end else begin
                            r2r_out <= 8'b0000_0000;
                            sq_cycle_counter <= sq_cycle_counter - 1'b1;
                            if (sq_cycle_counter - 1'b1 == 0)
                                dir <= 1'b0;
                        end
		            end
        			4'b0101: begin  
		            end
        			4'b0110: begin  
		            end
        			4'b0111: begin  
		            end
        			4'b1000: begin  
		            end
        			4'b1001: begin  
		            end
        			4'b1010: begin  
		            end
        			4'b1011: begin  
		            end
        			4'b1100: begin  
		            end
        			4'b1101: begin  
		            end
        			4'b1110: begin  
		            end
       			    4'b1111: begin  
		            end
		            default: begin
		            end
		        endcase
            end else begin
                counter <= counter + 1'b1;
            end
        end
    end
endmodule
```
**flow/config.mk**
```make
export PLATFORM = sky130hd
export DESIGN_NAME = mmvfsg
export DESIGN_NICKNAME = mmvfsg
export VERILOG_FILES = /design/flow/design.v
export SDC_FILE = /design/flow/constraint.sdc
export NUM_CORES = 4
export LEC_CHECK = 1
export CORE_UTILIZATION = 30
```
==> flow_summary.ini <==
; yosys + openroad results
[critical_path]
critPathTopFamily = AND-OR/OR-AND gates
critPathBufInv = 3
cp_max_fo = 6
crit_path_end_kind = flop
crit_chain = clkdlybuf4s50_1 > inv_1 > ha_1 > and4_1 > a21oi_1 > nor4_4 > buf_4 > o21ai_0 > o32ai_1
cpPeakStageDelay_ps = 530
worst-endpoint-required_ps = 3730
arrival_ps = 3020
worstSetupPathType = in -> reg
startpoint_type = primary input
critPathSlowestCell = o21ai_0

[final_timing]
finalCritPeriodShare_pct = 80.2
setup_viol = 0
grt_setup_unrepaired = false
hold_violations = 0
tightestPinTransition_ps = 766
skew_ps = 10.5
slew_violations = 0
relSlewSlack_pct = 48.4
tns_ps = 0
fmax_mhz = 346
period_needed_ps = 2890

[floorplan]
die_h_um = 91.6
design.core.area_um2 = 7730
die_width_um = 91.6
rows = 32
ioPinCount = 18
fp_util_pct = 31.1
die_area_um2 = 8380

[power]
p_leak_uw = 0.000989
power_density_nw_per_um2 = 322
max-vdd-ir-drop_mv = 0.299

[detailed_routing]
drtIter0Drc = 123
dr.pass1.iters = 4
vias = 2148
drc = 0
ant_nets = 0
routed_wl_um = 5170
via_per_inst = 5.14
num_antenna_cells = 0
wl_per_cell_um = 12.4

[global_routing]
grt_max_degree = 22
antenna_found_initial = 0
grt_pass1_vias = 1873
grt-ovfl-total = 0
grt.total_usage_pct = 13.0
grt_pass1_wl_um = 9010

[yosys]
ys_warn_count = 1
synth_flops = 34
postSynthCellCount = 299
synthesis.area_um2 = 2410
topCellsByArea = dfxtp_1, ha_1, xnor2_1, nor2_1, inv_1
yosys_area_um2 = 2410
top_area_share_pct = 27.5
synth_seq_share_pct = 28.5
avgSynthCellArea_um2 = 8.05
synthDistinctLibCells = 56
top_area_cell = dfxtp_1
yosys-stat-cells = 299
synthArstFlopShare_pct = 2.94
flop_cell = dfxtp_1
edf_count = 0

[placed_design]
dpl.cell_count = 410
numPortBuffers = 17
place_hpwl_um = 3840
routabilityCongestion = 0.899

[clocking]
cts_setup_buffers = 0
clock-sinks = 34
ctsResizeCount = 0
clockBufferDepth = 2
clock_latency_ps = 280
clk_pin_slew_ps = 70
cts_tree = yes
cts-root-buf = clkbuf_8
ctsHtreeMaxLevel = 2
cts_hold_buf = 0
numCtsBuffers = 5

[job]
warnings = 31
cap_violations = 0

[layout]
finalNonFillerCells = 418
n_fill_cell = 798
syn_to_final_growth_pct = 16.3
comb_area_um2 = 1550
reg_top3 = counter: 8 flops, r2r_out: 8 flops, sq_cycle_counter: 8 flops
register_area_um2 = 686
drive_above_1_share_pct = 6.96

[worst_hold_path]
hold_path.class = reg -> reg

[outcome]
status = complete, no violations
-- metal layers --
| layer | track usage [%] | share of wire, % | up-vias |
|---|---|---|---|
| li1 | - | - | 1099 |
| met1 | 19.9 | 49 | 992 |
| met4 | 2.12 | 1.4 | 0 |
| met3 | 1.87 | 4.0 | 8 |
| met2 | 20.1 | 45 | 49 |
| met5 | 0 | 0 | - |
-- report_power, final --
part           leakage (µW)  internal (µW)  switching (µW)  total (µW)
registers          0.000281            385            10.2         395
clock network     0.0000714            295             136         431
logic              0.000636           35.5            39.6        75.1
total              0.000989            716             186         902
-- placed cells by master, fill, tap and decap left out, drive strengths merged, types with 7 or more instances in the layout --
cell type,synthesis,layout
dfxtp,33,33
nor2,33,33
inv,23,23
xnor2,18,18
clkdlybuf4s50,0,17
nand2,13,13
nor3,13,13
a21oi,13,13
ha,13,13
nand3,13,13
o21ai,11,11
nor2b,11,11
xor2,7,7
o211ai,7,7
o32ai,7,7
-- path summary, 6_finish.rpt --
check                                 from         end  slack, ps  cells past startpoint
worst min register to register  counter[0]  counter[0]        500                      1
min in group asynchronous            n_rst         rst        570                      2
worst max register to register  counter[0]  r2r_out[5]        960                      9
worst min-delay path            counter[0]  counter[0]        500                      1
worst max-delay path               freq[3]  r2r_out[5]        710                      9
max in group asynchronous            n_rst         rst       2940                      2
-- Yosys cell counts, drive strengths merged, types with 3 or more instances --
master	number
a31oi	5
and2	5
inv	23
o32ai	7
o221ai	5
nand2	13
buf	9
a21oi	13
dfxtp	33
a22oi	3
o211ai	7
ha	13
o21ai	11
nor4	5
nor2	33
nand2b	3
nor2b	11
nand3	13
nand4	5
xor2	7
nor3	13
xnor2	18
clkbuf	7
-- metrics by stage --
step | utilization, % | area [µm²] | power, µW | worst slack (ps) | hold slack, ps
6_report | 36.2 | 2800 | 902 | 712 | 498
5_1_grt | 36.2 | 2800 | 939 | 591 | 547
4_1_cts | 36.2 | 2800 | 913 | 732 | 492
3_5_place_dp | 34.4 | 2660 | 479 | 393 | 470
3_3_place_gp | 34.4 | 2660 | 479 | 462 | 472
2_1_floorplan | - | 2420 | 459 | 1080 | 443
-- final cells by class --
cell class | count | share of cell area, %
timing repair buffer | 22 | 7.42
inverter | 23 | 3.09
multi-input combinational | 229 | 55.3
tap | 102 | 4.56
clock inverter | 2 | 2.15
clock buffer | 6 | 2.95
sequential | 34 | 24.5
-- kinds of logic after synthesis --
group	count (synthesis)	synth area share [%]
multiplexers	2	0.832
XOR/XNOR	25	9.10
buffers and inverters	39	7.64
AND/OR/NAND/NOR	117	27.2
other	2	0.312
adder cells (fa/ha/maj)	13	6.76
AND-OR/OR-AND	67	19.6
flip-flops	34	28.5
Power is estimated from default activity; no workload was simulated.
